--- flow/run.sh ---
#!/bin/bash
# OpenROAD 26Q1-2900-gdf79404cd8, Yosys 0.63+post, stock flow scripts
make -C /OpenROAD-flow-scripts/flow DESIGN_CONFIG=/design/flow/config.mk WORK_HOME=/design/flow/orfs finish
--- flow/config.mk ---
export PLATFORM = sky130hd
export DESIGN_NAME = alu_control
export DESIGN_NICKNAME = alu_control
export VERILOG_FILES = /design/flow/design.v
export SDC_FILE = /design/flow/constraint.sdc
export NUM_CORES = 4
export LEC_CHECK = 1
export CORE_AREA = 10 10 70 70
export DIE_AREA = 0 0 80 80
--- flow/constraint.sdc ---
current_design alu_control

set clk_period 1.7
set clk_io_pct 0.2

create_clock -name clk0 -period $clk_period

set non_clock_inputs [all_inputs -no_clocks]
set_input_delay [expr $clk_period * $clk_io_pct] -clock clk0 $non_clock_inputs
set_output_delay [expr $clk_period * $clk_io_pct] -clock clk0 [all_outputs]
--- flow/design.v ---
module alu_control(opctr, opcode, func);
output [2:0] opctr;
input [2:0] opcode;
input [2:0] func;
wire nop0, nop1, nop2;
wire nof0, nof1, nof2;
wire ctr0_0,ctr0_1,ctr0_2, ctr0_3, ctr0_4;
wire ctr1_0,ctr1_1,ctr1_2, ctr1_3, ctr1_4, ctr1_5;
wire ctr2_0,ctr2_1,ctr2_2, ctr2_3, ctr2_4, ctr2_5, ctr2_6;
not NotOp0(nop0, opcode[0]);
not NotOp1(nop1, opcode[1]);
not NotOp2(nop2, opcode[2]);
not NotFu0(nof0, func[0]);
not NotFu1(nof1, func[1]);
not NotFu2(nof2, func[2]);
and Ctr00(ctr0_0,	nof2,	func[1],	func[0],	nop2,	nop1,	nop0);
and Ctr01(ctr0_1, func[2],	nof1,	nof0,	nop2,	nop1,	nop0);
and Ctr02(ctr0_2, func[2],	nof1, func[0], nop2,	nop1,	nop0);
and Ctr03(ctr0_3, nop2, opcode[1], opcode[0]);
and Ctr04(ctr0_4, opcode[2], nop1,	nop0);
and Ctr10(ctr1_0, nof2, nof1,	nof0, nop2,	nop1,	nop0);
and Ctr11(ctr1_1, nof2, func[1],	nof0, nop2,	nop1,	nop0);
and Ctr12(ctr1_2, func[2],	nof1, func[0], nop2,	nop1,	nop0);
and Ctr13(ctr1_3, nop2,	opcode[1], nop0);
and Ctr14(ctr1_4, nop2,	opcode[1], opcode[0]);
and Ctr15(ctr1_5, opcode[2], nop1,	opcode[0]);
and Ctr20(ctr2_0, nof2, nof1,	nof0, nop2,	nop1,	nop0);
and Ctr21(ctr2_1, func[2], nof1,	nof0, nop2,	nop1,	nop0);
and Ctr22(ctr2_2, func[2],	nof1, func[0], nop2,	nop1,	nop0);
and Ctr23(ctr2_3, nop2,	opcode[1], nop0);
and Ctr24(ctr2_4, nop2,	opcode[1], opcode[0]);
and Ctr25(ctr2_5, opcode[2], nop1, nop0);
and Ctr26(ctr2_6, opcode[2], opcode[1], nop0);
or Ctr0(opctr[0], ctr0_0,ctr0_1,ctr0_2, ctr0_3, ctr0_4);
or Ctr1(opctr[1], ctr1_0,ctr1_1,ctr1_2, ctr1_3, ctr1_4, ctr1_5);
or Ctr2(opctr[2], ctr2_0,ctr2_1,ctr2_2, ctr2_3, ctr2_4, ctr2_5, ctr2_6);
endmodule
==> flow_metrics.py <==
# Flow results
metrics = {
    "yosys": {
        "yosys.area.top_type": "sky130_fd_sc_hd__o31ai_2",
        "cell_types_with_the_largest_area_share_after_synthesis": "sky130_fd_sc_hd__o31ai_2 (23%), sky130_fd_sc_hd__nor2b_4 (13%), sky130_fd_sc_hd__a211oi_2 (11%)",
        "syn-instance-count": 14,
        "count_of_different_cell_masters_after_synthesis": 11,
        "post_synth.cell_area_avg_sq_um": 7.78,
        "post-synth-top-area-fraction": 0.230,
        "ys_warn_count": 0,
        "ys_cells": 14,
        "ys_chip_area_sq_um": 109,
        "synth.cell_area_sq_um": 109,
        "common_cells": "sky130_fd_sc_hd__a21oi_1 (2), sky130_fd_sc_hd__nor2b_1 (2), sky130_fd_sc_hd__o31ai_2 (2)",
        "synth_seq_share": 0,
    },
    "timing": {
        "final_min_period_over_clock_period": 0.944,
        "tightestPinTransition_ns": 0.244,
        "hold_ws_ns": 1.16,
        "fin_tns_setup_ns": 0,
        "report.final.setup_viol": 0,
        "hold_viol": 0,
        "worst_slew_margin_rel": 0.837,
        "final_min_period_ns": 1.61,
        "grt_setup_unrepaired": "no",
        "max_freq_mhz": 623,
        "final-max-slew-violation-count": 0,
    },
    "pwr": {
        "leakage_nw": 0.111,
        "power_per_cell_area_nw_per_um2": 185,
        "netSwitchingFraction": 0.422,
        "power.clock.fraction": 0,
        "power.share.combinational": 1.000,
        "maximum_ir_drop_on_the_vdd_rail_uv": 39.7,
        "p_seq_frac": 0,
        "internal_w": 0.0000292,
        "power.net_switching_w": 0.0000213,
    },
    "placement": {
        "gp_congestion": 0.674,
        "number_of_buffers_added_on_ports": 9,
    },
    "floorplanning": {
        "floorplan.core_util": 0.0319,
        "io_pins": 9,
        "number_of_core_rows": 21,
        "die_w_um": 80,
        "dieArea_sq_um": 6400,
        "design.core.area_sq_um": 3420,
        "die_y_um": 80,
    },
    "layout": {
        "numSequentialCells": 0,
        "nClkBuffers": 0,
        "post_route_cells_drive_above_1_share": 0.462,
        "area_delta_synth_final_pct": 151,
        "seqCellArea_sq_um": 0,
    },
    "routing": {
        "vias_after_detailed_routing": 140,
        "post_drt_wl_per_cell_um": 6.63,
        "drc": 0,
        "dr.pass1.iters": 2,
        "route.antenna.diode_count": 0,
        "postRouteAntennaNets": 0,
        "detailedRoute.firstIterationViolations": 2,
        "total_wirelength_um": 477,
        "routed_via_density": 1.94,
    },
    "flow_run": {
        "openroad.warnings": 32,
        "cap_violations": 0,
    },
    "critical_path": {
        "required_time_at_the_worst_slack_endpoint_ns": 1.36,
        "classification_of_the_worst_setup_path": "in -> out",
        "end_kind": "primary output",
        "cp-start-kind": "primary input",
        "arrival_ns": 1.27,
        "startpoint": "func[0]",
        "critPathMaxFanout": 2,
    },
    "hold_path": {
        "min-delay-start": "opcode[2]",
        "hold_class": "in -> out",
    },
    "outcome": {
        "status": "completed",
    },
    "clock_tree": {
        "holdBufCountCts": 0,
    },
    "grt": {
        "globalRouteTotalUtil": 0.0155,
        "via_count_of_the_first_global_routing_pass": 159,
        "global_route.overflow_total": 0,
        "grt_first_pass_wirelength_um": 786,
        "grt_max_degree": 6,
        "antenna_found_initial": 0,
    },
}
metrics by stage:
stage	setup slack (ns)	instances	total power, W	instance area (sq um)	util
4_1_cts	0.0671	72	0.0000513	275	0.0806
3_3_place_gp	-0.454	71	0.0000550	272	0.0795
3_5_place_dp	-0.435	71	0.0000562	272	0.0795
2_1_floorplan	0.603	14	0.0000171	109	-
6_report	0.0946	72	0.0000506	273	0.0799
5_1_grt	0.00743	72	0.0000569	273	0.0799
final timing paths:
check,cells past startpoint,to,slack [ns]
worst max-delay path,6,opctr[1],0.09
worst min-delay path,3,opctr[1],1.16
per-layer routing:
metal,global-route usage,share of wire,up-vias
met5,0,0,-
met4,0,0,0
met3,0.0102,0.15,0
met2,0.0193,0.31,7
met1,0.0224,0.54,58
li1,-,-,75
worst max-delay path, cell delays in order:
cell and delay [ns]:
sky130_fd_sc_hd__dlygate4sd2_1 0.25, sky130_fd_sc_hd__buf_4 0.13, sky130_fd_sc_hd__nor2_1 0.08, sky130_fd_sc_hd__a21oi_1 0.06, sky130_fd_sc_hd__o31ai_2 0.16, sky130_fd_sc_hd__dlygate4sd2_1 0.25
cell type report:
type,instances,area [sq um]
repair buffers,12,95.1
multi-input cells,13,116
well taps,46,57.6
fillers,410,3140
inverters,1,3.75
cells by family after synthesis:
kind of cell	count (synthesis)	share of synthesized area
AND-OR/OR-AND	7	0.575
buffers and inverters	1	0.0344
AND/OR/NAND/NOR	6	0.391
what timing repair did:
item                                    in CTS  in global routing
pin swaps                                    2                  0
endpoints found under the setup margin       3                  1
endpoints found under the hold margin        0                  0
resized                                     14                  3
gates cloned                                 0                  0
buffers inserted                             1                  0
power by group through the flow:
stage	Combinational (W)	Sequential, W	Clock [W]
CTS	0.0000513	0	0
global route	0.0000569	0	0
finish	0.0000506	0	0
cell usage in the layout (no fill, tap or decap):
master	n
sky130_fd_sc_hd__nor2b_1	1
sky130_fd_sc_hd__dlygate4sd2_1	6
sky130_fd_sc_hd__nor2_1	1
sky130_fd_sc_hd__clkbuf_2	1
sky130_fd_sc_hd__buf_4	3
sky130_fd_sc_hd__nor2b_4	2
sky130_fd_sc_hd__a211oi_2	1
sky130_fd_sc_hd__nand2_1	1
sky130_fd_sc_hd__a21o_1	1
sky130_fd_sc_hd__a21oi_1	1
sky130_fd_sc_hd__o31ai_2	2
sky130_fd_sc_hd__a21oi_2	1
sky130_fd_sc_hd__nor2b_2	1
sky130_fd_sc_hd__clkdlybuf4s15_1	1
sky130_fd_sc_hd__inv_1	1
sky130_fd_sc_hd__buf_2	1
sky130_fd_sc_hd__o21bai_1	1
Power is estimated from default activity; no workload was simulated.
