===== ./constraint.sdc =====
current_design twoBitALU

set clk_period 4.6
set clk_io_pct 0.2

create_clock -name clk0 -period $clk_period

set non_clock_inputs [all_inputs -no_clocks]
set_input_delay [expr $clk_period * $clk_io_pct] -clock clk0 $non_clock_inputs
set_output_delay [expr $clk_period * $clk_io_pct] -clock clk0 [all_outputs]

===== ./run.sh =====
#!/bin/bash
# OpenROAD 26Q1-2900-gdf79404cd8, Yosys 0.63+post, stock flow scripts
make -C /OpenROAD-flow-scripts/flow DESIGN_CONFIG=/design/flow/config.mk WORK_HOME=/design/flow/orfs finish

===== ./design.v =====
module ALU(ai, bi, ALUOP, cin, cout, R);
input ai, bi, cin;
input [2:0] ALUOP;
output cout, R;
wire _add, _xor, _sub, _mult, _slt, _nor, _and, _or;
wire not0, not1, and0, and1, or0;
wire not_op0, not_op1, not_op2;
wire flip_and_1, flip_and_2, flip_or, b;
not nop0(not_op0, ALUOP[0]);
not nop1(not_op1, ALUOP[1]);
not nop2(not_op2, ALUOP[2]);
and flip_And_1(flip_and_1, not_op2, ALUOP[1], not_op0);
and flip_And_2(flip_and_2, ALUOP[2], not_op1, not_op0);
or flip_Or(flip_or, flip_and_1, flip_and_2);
xor IsFlip(b, flip_or, bi);
or _Or(_or, ai, b);
and _And(_and, ai, b);
nor _Nor(_nor, ai, bi);
xor _Xor(_xor, ai, bi);
not Not0(not0, _and);
and And0(and0, not0, _or);
and And1(and1, and0, cin);
or Or0(or0, and0, cin);
not Not1(not1, and1);
or Cout(cout, _and, and1);
and Add(_add, not1, or0);
and Sub(_sub, not1, or0);
and Mult(_mult, 1'b0, 1'b0);
and Slt(_slt, 1'b0 , 1'b0);
mux_8x1 Result(_add, _xor, _sub, _mult, _slt, _nor, _and, _or ,ALUOP[2], ALUOP[1], ALUOP[0], R);
endmodule
module mostALU(ai, bi, ALUOP, cin, cout, R, S, V);
input ai, bi, cin;
input [2:0] ALUOP;
output cout, R, S, V;
wire _add, _xor, _sub, _mult, _slt, _nor, _and, _or;
wire not0, not1, and0, and1, or0;
wire not_op0, not_op1, not_op2;
wire flip_and_1, flip_and_2, flip_or, b;
not nop0(not_op0, ALUOP[0]);
not nop1(not_op1, ALUOP[1]);
not nop2(not_op2, ALUOP[2]);
and flip_And_1(flip_and_1, not_op2, ALUOP[1], not_op0);
and flip_And_2(flip_and_2, ALUOP[2], not_op1, not_op0);
or flip_Or(flip_or, flip_and_1, flip_and_2);
xor IsFlip(b, flip_or, bi);
or _Or(_or, ai, b);
and _And(_and, ai, b);
nor _Nor(_nor, ai, bi);
xor _Xor(_xor, ai, bi);
not Not0(not0, _and);
and And0(and0, not0, _or);
and And1(and1, and0, cin);
or Or0(or0, and0, cin);
not Not1(not1, and1);
or Cout(cout, _and, and1);
and Add(_add, not1, or0);
and Sub(_sub, not1, or0);
and Mult(_mult, 1'b0, 1'b0);
wire tmpOver;
xor over_flow(tmpOver, cin, cout);
mux_2x1 over(cout, tmpOver,ALUOP[2],V );
and Slt(_slt,_sub ,V);
xor slt(S, V, _sub);
mux_8x1 Result(_add, _xor, _sub, _mult, _slt, _nor, _and, _or ,ALUOP[0], ALUOP[1], ALUOP[2], R);
endmodule
module mux_2x1(a, b, s, r);
	input a, b, s;
	output r;
	wire and_0;
	wire s_not;
	wire and_1;
	not Not0(s_not, s);
	and And0(and_0, s_not, a);
	and And1(and_1, s, b);
	or Or0(r, and_0, and_1);
endmodule
module mux_4x1(a, b, c, d, s0, s1, r);
input a, b, c, d;
input s0, s1;
output r;
wire r1, r2;
mux_2x1 mux_1(a, b, s1, r1);
mux_2x1 mux_2(c, d, s1, r2);
mux_2x1 mux_3(r1, r2, s0, r);
endmodule
module mux_8x1(a, b, c, d, e, f, g, h, s0, s1, s2, R);
input a, b, c, d, e, f, g, h, s0, s1, s2;
output R;
wire r1, r2;
mux_4x1 myMux1(a, b, c, d, s1, s2, r1);
mux_4x1 myMux2(e, f, g, h, s1, s2, r2);
mux_2x1 myMux(r1, r2, s0, R);
endmodule
module twoBitALU(a, b, Aluop, cin, cout, R, S, V);
input [2:0] Aluop;
input [1:0] a;
input [1:0] b;
input cin;
output cout ,S, V;
output [1:0] R;
wire [1:0] outs;
ALU bit_0(a[0], b[0], Aluop, cin, outs[0], R[0]);
mostALU bit_1(a[1], b[1], Aluop, outs[0], cout, R[1], S, V);
endmodule

===== ./config.mk =====
export PLATFORM = sky130hd
export DESIGN_NAME = twoBitALU
export DESIGN_NICKNAME = twoBitALU
export VERILOG_FILES = /design/flow/design.v
export SDC_FILE = /design/flow/constraint.sdc
export NUM_CORES = 4
export LEC_CHECK = 1
export CORE_AREA = 10 10 70 70
export DIE_AREA = 0 0 80 80

==> reports/metrics.csv <==
stage,metric,value,unit
detailed_routing,drt wl/cell,8.365,um
min_path,Hold WC Path Type,primary input to primary output,
final_timing,Max transition margin,81.29,%
finish,Top cell excl fill/tap,buf_4,
setup_path,CP Launch Type,primary input,
power,Peak VDD IR,103.3,uV
grt,initial antenna violation count,0,
yosys,Post-Syn Instances,37,
finish,fillcell total,386,
power,Pleak,0.0002748,uW
power,Power Density,137.6,mW/mm^2
yosys,"Seq share, synth",0,%
final_timing,shortest period the worst path allows,4457,ps
final_timing,"Hold Vio Cnt, Final",0,
die,Core ar.,0.003416,mm^2
yosys,Yosys chip area,342.8,um^2
detailed_routing,Starting DRT DRC Count,16,
placed_design,worst slack at placement,-481.8,ps
finish,share of layout cells above drive strength 1,37.93,%
finish,# clk buffers,0,
status,status,finished clean,
yosys,Ys Warns,0,
die,fp_density,10.04,%
yosys,# Cells Yosys,37,
grt,GRT overflow,0,
final_timing,post-layout period usage,96.90,%
final_timing,Peak Freq,224.4,MHz
setup_path,Crit Path Class,primary input to primary output,
finish,comb. cell area,321.6,um^2
setup_path,Setup crit end kind,primary output,
setup_path,Worst EP arrival,3540,ps
grt,GR Util All Layers,3.063,%
run,tool warning count,36,
final_timing,final setup fails,0,
grt,vias in the first global route,336,
detailed_routing,remaining routing DRC violations,0,
detailed_routing,# diodes,0,
run,Max-cap violations,0,
final_timing,RSZ-0062 raised after global routing,no,
setup_path,Max Fanout on Critical Path,2,
finish,final core occ,17.69,%
die,Ports,13,
finish,FF+latch area,0,um^2
power,Tot Pwr,83.18,uW
placed_design,dpl cells,102,
die,Cell Rows,21,
finish,Syn-to-layout area delta,76.28,%
detailed_routing,TritonRoute pass-1 iters,2,
placed_design,DPL Wire Length,739.2,um
grt,largest net degree at the start of global routing,7,
yosys,syn_area_per_cell,9.266,um^2
final_timing,worst slew pin tran,278.6,ps
yosys,"Cell Area, Synth",342.8,um^2
detailed_routing,Via Count,303,
finish,FFs & Latches,0,
setup_path,CP Capture Point,R[1],
detailed_routing,final WL,870,um
final_timing,final worst slack,142.7,ps
placed_design,gpl congestion,0.7332,
die,Die Wd,80,um
finish,final non-filler cell total,104,
detailed_routing,antenna-violating nets left,0,
die,Die Ht,80,um
final_timing,Hold Slack,2518,ps
yosys,synth unique cells,17,
grt,first-pass GRT wire length,1.628,mm
setup_path,crit path launch,Aluop[1],
final_timing,Pins Over Slew Limit,0,
die,total die size,0.006400,mm^2
detailed_routing,DR vias/cell,2.913,
finish,"commonest non-fill, non-tap cells in the layout","buf_4, clkdlybuf4s50_1, ha_1",
placed_design,IO buf count,13,
setup_path,CP required,3680,ps
## area by class of cell
cell class / count / area share, %
well taps: 46 / 9.524
multi-input cells: 28 / 53.21
inverters: 6 / 3.727
repair buffers: 24 / 33.54
## critical path, cell delays in order
cell and delay, ps:
dlygate4sd2_1 270, xnor2_2 140, nor2_2 160, xnor2_2 110, fa_2 360, fa_2 370, xnor2_2 150, ha_1 200
mux2_4 260, mux4_2 450, buf_2 130
## cell usage after synthesis
library cell / n / area [um^2]
a21oi_1: 1 / 5.000
a32oi_1: 1 / 8.760
and2b_4: 1 / 10.01
buf_4: 2 / 15.01
buf_6: 1 / 11.26
fa_1: 2 / 40.04
ha_1: 7 / 87.58
inv_1: 6 / 22.52
mux2_4: 1 / 15.01
mux2i_1: 1 / 10.01
mux4_2: 1 / 22.52
nand2_1: 1 / 3.750
nand3b_1: 2 / 15.01
nor2_2: 1 / 6.260
nor2b_1: 2 / 12.51
o21ai_0: 1 / 5.000
xnor2_1: 6 / 52.55
## cells by family after synthesis
family | after synthesis | synth area share [%]
and+or+nand+nor | 7 | 13.87
buffers and inverters | 9 | 14.23
muxes | 3 | 13.87
xor gates and xnor gates | 6 | 15.33
AOI/OAI and AO/OA | 3 | 5.472
adders and majority gates | 9 | 37.23
## layer usage
metal / track usage [%] / vias to the layer above / wire length, um
li1: - / 162 / -
met1: 4.883 / 131 / 517
met2: 4.414 / 10 / 298
met3: 0.4545 / 0 / 54
met4: 0 / 0 / 0
met5: 0 / - / 0
## stage by stage
stage | area (um^2) | setup TNS, ps
final | 604.3 | 0
after global routing | 604.3 | 0
after CTS | 596.8 | 0
after detailed placement | 571.8 | -481.8
after global placement | 571.8 | -484.1
after floorplan | 342.8 | 0
## what timing repair did
| item | CTS | global route |
|---|---|---|
| pin swaps | 6 | 3 |
| buffers inserted | 2 | 0 |
| resized | 12 | 1 |
| hold buffers | 0 | 0 |
| gates cloned | 0 | 0 |
| endpoints found under the setup margin | 1 | 1 |
## how the worst min path moves through the flow
stage                    start    to  slack [ps]  cells past startpoint
final                 Aluop[2]  R[1]        2520                      4
after CTS             Aluop[2]  R[1]        2510                      4
after global routing  Aluop[2]  R[1]        2570                      4
## where the power goes
| part | total (uW) | switching [uW] | internal (uW) |
|---|---|---|---|
| clock | 0 | 0 | 0 |
| sequential | 0 | 0 | 0 |
| combinational | 83.2 | 27.7 | 55.5 |
| total | 83.2 | 27.7 | 55.5 |
Power is estimated from default activity; no workload was simulated.
